### design.v
module demux(
    input [1:0] sel,
    input [3:0] in,
    output [3:0] a,
    output [3:0] b,
    output [3:0] c,
    output [3:0] d
);
assign a = (sel==2'h0)? in : 4'h0;
assign b = (sel==2'h1)? in : 4'h0;
assign c = (sel==2'h2)? in : 4'h0;
assign d = (sel==2'h3)? in : 4'h0;
endmodule 
### run.sh
#!/bin/bash
# OpenROAD 26Q1-2900-gdf79404cd8, Yosys 0.63+post, stock flow scripts
make -C /OpenROAD-flow-scripts/flow DESIGN_CONFIG=/design/flow/config.mk WORK_HOME=/design/flow/orfs finish
### config.mk
export PLATFORM = sky130hd
export DESIGN_NAME = demux
export DESIGN_NICKNAME = demux
export VERILOG_FILES = /design/flow/design.v
export SDC_FILE = /design/flow/constraint.sdc
export NUM_CORES = 4
export LEC_CHECK = 1
export CORE_AREA = 10 10 70 70
export DIE_AREA = 0 0 80 80
### constraint.sdc
current_design demux

set clk_period 1.0
set clk_io_pct 0.2

create_clock -name clk0 -period $clk_period

set non_clock_inputs [all_inputs -no_clocks]
set_input_delay [expr $clk_period * $clk_io_pct] -clock clk0 $non_clock_inputs
set_output_delay [expr $clk_period * $clk_io_pct] -clock clk0 [all_outputs]
==> results_slide.txt <==
Synthesis and Place & Route Summary

Logic synthesis
  • Yosys stat cell total: 18
  • Mapped Cells: 18
  • Synth unique cells: 5
  • Post-synthesis sequential area ratio: 0%
  • Area share of the largest cell type after synthesis: 38.7%
  • Cell taking the most area after synthesis: and3b_2
  • Synth Cell Area: 155 um^2
  • Synthesized area per cell: 8.62 um^2
  • Synth warn: 0
  • Cell area leaders: and3b_2 39%, nor3b_1 19%, and3_1 16%
  • Yosys stat chip area: 155 um^2

Power and ir drop
  • PwrDens: 304 mW/mm^2
  • Leakage power: 0.260 nW
  • Maximum VDD drop: 0.123 mV

Placed design
  • Place WS: -0.710 ns
  • Placer Congestion: 0.733
  • DP Cell Count: 87
  • Post-DP Area: 433 um^2
  • Port Buf Inserts: 22

Layout
  • Flip-flops: 0
  • Area Overhead vs Synth: 221%
  • Share of cells above drive strength 1: 95.9%
  • Most frequent cells in the layout: 13 x buf_2, 11 x buf_6, 6 x and3b_2
  • Clock buffer count: 0
  • Reg area: 0 um^2
  • Fin cells: 95
  • Final Cell Area: 498 um^2
  • Most numerous logic cell after layout: buf_2

Route
  • Post-route ant nets: 0
  • Diode count: 0
  • Vias: 271
  • First-pass DRT Iterations: 2
  • Via/cell ratio: 2.85
  • Length of routed met2 wiring: 295 um
  • Wire length per cell: 10.6 um
  • Initial drt markers: 2
  • Wire length on met1: 529 um
  • Metal3 WL: 183 um
  • Final wirelength: 1010 um
  • Top layer in use: met3
  • DR DRC count: 0

GRT
  • Vias in the first global route: 300
  • GRT Total Usage: 3.00%
  • Initial antenna violation count: 0
  • Total congestion overflow: 0
  • First-pass GRT wire length: 1560 um
  • Largest net degree at the start of global routing: 7

Die
  • Total die area: 0.00640 mm^2
  • Chip Height: 80 um
  • Core Area: 0.00342 mm^2
  • FP Rows: 21
  • Ports: 22
  • Die X: 80 um
  • Initial Util: 4.54%

Clock network
  • CTS Hold Bufs: 0

Worst setup path
  • CP max FO: 6
  • CP required: 0.80 ns
  • Critical path startpoint category: input pin
  • Worst setup EP type: output port
  • Kind of critical path: in -> out
  • Arr. time, crit path: 0.85 ns

Timing
  • Final WS setup: -0.0456 ns
  • Min Tclk post-route: 1.05 ns
  • Endpoints failing setup: 5
  • Fmax: 956 MHz
  • Final Hold Vio Count: 0
  • Final period util: 105%
  • Max-slew headroom: 91.7%
  • RSZ-0062 raised after global routing: yes
  • Actual slew at the worst max-slew pin: 0.125 ns
  • Pins Over Slew Limit: 0

Worst hold path
  • Type of the worst min-delay path: in -> out

Job
  • Max-cap violations: 0
  • Tool warnings: 34

Outcome
  • Failing checks: setup timing
  • Outcome: complete, but fails checks
-- Yosys cell counts --
| cell | n |
|---|---|
| and3_1 | 4 |
| and3b_1 | 2 |
| and3b_2 | 6 |
| buf_6 | 2 |
| nor3b_1 | 4 |
-- through the flow --
step	total power, mW	utilization (%)	TNS [ns]	hold WS (ns)
after floorplan	0.0327	-	0	0.489
after global placement	0.119	12.7	-10.74	1.39
after detailed placement	0.120	12.7	-10.86	1.40
after CTS	0.152	14.8	-0.155	0.744
after global routing	0.165	14.6	-0.342	0.745
final	0.151	14.6	-0.133	0.720
-- cell families (layout without fill, tap and decap cells) --
kind of cell	Yosys count	after routing	share of synthesized area, %
simple gates	16	16	85.5
buf+inv	2	33	14.5
-- worst max-delay path, stage by stage --
cell and delay (ns):
buf_8 0.10, buf_6 0.12, buf_6 0.11, and3b_2 0.22
buf_2 0.09
-- what timing repair did --
action                                  CTS  global route
setup buffers                             7             0
gates cloned                              2             0
endpoints found under the setup margin   16            14
gates resized                            88             7
pin swaps                                 1             1
-- power breakdown --
group          switching [mW]  internal, mW
registers                   0             0
clock network               0             0
logic                  0.0499         0.102
-- metal layers --
| layer | vias up | GRT usage, % |
|---|---|---|
| li1 | 130 | - |
| met4 | 0 | 0 |
| met2 | 20 | 3.45 |
| met5 | - | 0 |
| met1 | 121 | 4.55 |
| met3 | 0 | 2.05 |
-- final timing paths --
check / start / to / cells after the start
setup / recovery: sel[1] / b[0] / 5
hold / removal: sel[1] / a[3] / 4
-- area by class of cell --
class                           count  area [um^2]
Fill cell                         406         2920
Multi-Input combinational cell     16          173
Tap cell                           46         57.6
Timing Repair Buffer               33          268
Power figures rest on the tool's default switching activity, not on a simulated workload.
