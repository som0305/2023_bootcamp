==> flow/design.v <==
module RCA(
    input [31:0] a,
    input [31:0] b,
    input cin,
    output [31:0] sum,
    output cout
);
wire [2:0] carry;
RCA_8bit uut_RCA01(
    .a(a[7:0]),
    .b(b[7:0]),
    .cin(cin),
    .sum(sum[7:0]),
    .cout(carry[0])
);
RCA_8bit uut_RCA02(
    .a(a[15:8]),
    .b(b[15:8]),
    .cin(carry[0]),
    .sum(sum[15:8]),
    .cout(carry[1])
);
RCA_8bit uut_RCA03(
    .a(a[23:16]),
    .b(b[23:16]),
    .cin(carry[1]),
    .sum(sum[23:16]),
    .cout(carry[2])
);
RCA_8bit uut_RCA04(
    .a(a[31:24]),
    .b(b[31:24]),
    .cin(carry[2]),
    .sum(sum[31:24]),
    .cout(cout)
);
endmodule
module RCA_4bit(
    input [3:0] a,b,
    input cin,
    output [3:0] sum,
    output cout
);
wire [2:0] carry;
full_addr uut_FA1( .a(a[0]), .b(b[0]), .cin(cin), .sum(sum[0]), .cout(carry[0]));
full_addr uut_FA2( .a(a[1]), .b(b[1]), .cin(carry[0]), .sum(sum[1]), .cout(carry[1]));
full_addr uut_FA3( .a(a[2]), .b(b[2]), .cin(carry[1]), .sum(sum[2]), .cout(carry[2]));
full_addr uut_FA4( .a(a[3]), .b(b[3]), .cin(carry[2]), .sum(sum[3]), .cout(cout));
endmodule 
module RCA_8bit(
    input [7:0] a,
    input [7:0] b,
    input cin,
    output [7:0] sum,
    output cout
);
wire carry;
RCA_4bit RCA_4bit_1( .a(a[3:0]), .b(b[3:0]), .cin(cin), .sum(sum[3:0]), .cout(carry));
RCA_4bit RCA_4bit_2( .a(a[7:4]), .b(b[7:4]), .cin(carry), .sum(sum[7:4]), .cout(cout));
endmodule 
module full_addr(
    input [31:0] a,b, 
    input cin,
    output [31:0] sum, 
    output cout
);
wire sum1;
wire carry1, carry2;
half_addr uut_h1(
    .a(a),
    .b(b),
    .sum(sum1),
    .cout(carry1)
);
half_addr uut_h2(
    .a(sum1),
    .b(cin),
    .sum(sum),
    .cout(carry2)
);
assign cout = carry1|carry2;
endmodule
module half_addr(
    input a,b,
    output sum,
    output cout
);
assign sum = a ^ b;
assign cout = a & b;
endmodule
==> flow/run.sh <==
#!/bin/bash
# OpenROAD 26Q1-2900-gdf79404cd8, Yosys 0.63+post, stock flow scripts
make -C /OpenROAD-flow-scripts/flow DESIGN_CONFIG=/design/flow/config.mk WORK_HOME=/design/flow/orfs finish
==> flow/config.mk <==
export PLATFORM = sky130hd
export DESIGN_NAME = RCA
export DESIGN_NICKNAME = RCA
export VERILOG_FILES = /design/flow/design.v
export SDC_FILE = /design/flow/constraint.sdc
export NUM_CORES = 4
export LEC_CHECK = 1
export CORE_AREA = 10 10 92 92
export DIE_AREA = 0 0 102 102
==> flow/constraint.sdc <==
current_design RCA

set clk_period 31.2
set clk_io_pct 0.2

create_clock -name clk0 -period $clk_period

set non_clock_inputs [all_inputs -no_clocks]
set_input_delay [expr $clk_period * $clk_io_pct] -clock clk0 $non_clock_inputs
set_output_delay [expr $clk_period * $clk_io_pct] -clock clk0 [all_outputs]
==> job_summary.md <==
## Synthesis and layout report

| Metric | Value |
|---|---|
| Rel. slew slack | 91.7% |
| Crit path launch type | input pin |
| Maximum VDD drop | 0.00000651 V |
| Area leader, netlist | fa_1 |
| Cell Count, Final, Fillers Out | 217 |
| Vias after detailed routing | 709 |
| Top-area cell share | 69.8% |
| Slew Limit Fails | 0 |
| Routed wire per std cell | between 10 and 15 um |
| # rows | 29 |
| FMAX | 0.0385 GHz |
| WL final | 2910 um |
| Post-route setup TNS | 0 ns |
| Max-cap viol count | 0 |
| Cell total in the yosys stat output | 74 |
| Post-CTS setup buffers | 0 |
| Pre-antenna DRT Iters | 1 |
| Avg Inst Size Synth | 12.4 um2 |
| Endpoints failing setup | 0 |
| Adders+Majority by Area | 69.8% |
| CP max stage delay | 0.47 ns |
| Tool Warnings | 32 |
| Drt via density | ~3.3 |
| Crit path max fanout | 1 |
| Worst setup path category | in2out |
| Pwr Density | 19.2 nW/um2 |
| Core Footprint | 6460 um2 |
| Cells after DPL | 217 |
| Fin crit period | 25.98 ns |
| Simple share | 0% |
| IO Count | 98 |
| Full die area | 10,400 um2 |
| RePlAce Congestion | around 0.74 |
| Cells after synthesis | approximately 74 |
| Area fraction in compound gates | 0% |
| # port buffers | a little under 100 |
| Seq_cells | 0 |
| Logic cell area | 641 um2 |
| Static Leak | between 0.6 and 0.7 nW |
| Yosys synthesis warning count | 15 |
| Yosys xor share | 0% |
| Post-Syn Area | 918 um2 |
| Critical Path RT | ~25 ns |
| CP arrival | 19.74 ns |
| Largest cells by area | fa_1 (70%), buf_4 (26%), inv_1 (4.1%) |
| Main logic family after synthesis | adder cells |
| Share of layout cells above drive strength 1 | 0% |
| Largest net degree at the start of global routing | 2 |
| Most Frequent Cell on Critical Path | fa_1 |
| Detail Route Antenna Nets | 0 |
| Mux area share | 0% |
| Area grow syn2layout | 91.1% |
| Hold Path Class | in2out |
| Finished Core Util | 27.2% |
| Gr ovfl total | 0 |
| DR iter-0 viols | 0 |
| Fin. Hold Viols | 0 |
| Crit end category | output pin |
| Diodes inserted | 0 |
| Number of clock buffers in the layout | 0 |
| GRT Total Usage | 5.55% |
| Post-layout period usage | 83.3% |
| WHS Path Cells | 5 |
| CTS Hold Bufs | 0 |
| First-pass GRT wire length | roughly 4500 um |
| Slowest cell on crit path | clkdlybuf4s50_1 |
| Detailed placement HPWL | 2920 um |
| Reg area | 0 um2 |
| # fillers | 669 |
| Outcome | finished, final reports clean |
| RSZ-0062 raised after global routing | false |
| DIE WIDTH | 102 um |
| Yosys chip area | 918 um2 |
| Drc violations | 0 |
| Distinct lib cells | 3 |
| Vias in the first global route | 916 |
| FP Util | 14.2% |
| Synth Seq Share | 0% |
| Die Span Y | 102 um |
| Worst-margin pin slew | 0.124 ns |
| Initial antenna violation count | 0 |
| Post-cts resize count | 0 |
final timing paths:
path,startpoint,end
min,b[0],sum[0]
max,a[0],sum[31]
where the power goes:
part / switching, W / internal (W)
sequential: 0 / 0
clock: 0 / 0
combinational: 0.00000854 / 0.0000252
cell type report:
class | instances | area share (%)
repair buffers | 98 | 55.9
well taps | 77 | 5.49
inverters | 10 | 2.14
multi-input cells | 32 | 36.5
cell usage after synthesis (all sizes together):
cell type  count
buf           32
fa            32
inv           10
metrics by stage:
stage                      power, W  instance area, um2  worst slack [ns]  hold WS (ns)
after floorplan           0.0000167                 918              6.51         12.70
after global placement    0.0000350                1760              5.15         13.55
after detailed placement  0.0000349                1760              5.09         13.55
after CTS                 0.0000350                1760              5.08         13.55
after global routing      0.0000386                1760              4.64         13.60
final                     0.0000338                1760              5.22         13.53
logic make-up after synthesis:
family and Yosys count:
buf+inv 42, fa+ha+maj 32
metal layers:
| metal | up-vias | track usage [%] | routed length (um) | part of all wire [%] |
|---|---|---|---|---|
| li1 | 312 | - | - | - |
| met2 | 89 | 7.41 | 939 | 32 |
| met3 | 0 | 6.34 | 956 | 33 |
| met1 | 308 | 6.12 | 1010 | 35 |
| met5 | - | 0 | 0 | 0 |
| met4 | 0 | 0 | 0 | 0 |
layout by cell type (no fill, tap or decap):
master	count
clkdlybuf4s50_1	98
fa_1	32
inv_1	10
worst max-delay path: cells and delay by family:
kind                       cells  cell delay, ns
buffers and inverters          6            1.12
adders and majority gates     32           12.39
Power figures rest on the tool's default switching activity, not on a simulated workload.
